==> /design/flow/run.sh <==
#!/bin/bash
# OpenROAD 26Q1-2900-gdf79404cd8, Yosys 0.63+post, stock flow scripts
make -C /OpenROAD-flow-scripts/flow DESIGN_CONFIG=/design/flow/config.mk WORK_HOME=/design/flow/orfs finish
==> /design/flow/design.v <==
`timescale 1ns / 1ps
module mixer
#(
    WIDTH = 24,
    N_WAVEGENS = 32
) 
(
    input logic sys_clk,                                     
    input logic sample_clk,                                  
    input logic signed [WIDTH + 8 - 1:0] wave,    
    input logic signed [31:0] master_volume,                 
    input logic enabled,                                     
    input logic [$clog2(N_WAVEGENS+1)-1:0] index,            
    input logic [8:0] clk_counter,
    output logic signed [WIDTH + 8 - 1:0] out     
);
logic signed [WIDTH + 8 + $clog2(N_WAVEGENS):0] accumulator = 0;  
logic signed [WIDTH + 8 + $clog2(N_WAVEGENS) + 8:0] sum = 0;
logic signed [$clog2(N_WAVEGENS) + 1:0] num_enabled = 0;
always_ff @(posedge sys_clk) begin
    if(clk_counter < N_WAVEGENS) begin
        accumulator <= accumulator + wave;
        num_enabled <= num_enabled + enabled;
    end
    if(clk_counter == N_WAVEGENS) begin
        sum <= accumulator * master_volume * num_enabled / (num_enabled + 2) >>> 8;
    end
    if(clk_counter >= 383) begin
        accumulator <= 0;
        num_enabled <= 0;
    end
end
always_ff @(posedge sample_clk) begin
    if(sum > int'((1 << (WIDTH + 8 - 1)) - 1)) begin
        out <= 1 << (WIDTH + 8 - 1) - 1;
    end else if (sum < int'(1 << (WIDTH + 8 - 1))) begin
        out <= (1 << (WIDTH + 8 - 1));
    end else begin
        out <= sum;
    end
end
endmodule
==> /design/flow/config.mk <==
export PLATFORM = sky130hd
export DESIGN_NAME = mixer
export DESIGN_NICKNAME = mixer
export VERILOG_FILES = /design/flow/design.v
export SDC_FILE = /design/flow/constraint.sdc
export NUM_CORES = 4
export LEC_CHECK = 1
export CORE_UTILIZATION = 30
==> /design/flow/constraint.sdc <==
current_design mixer

set clk_period 173.2
set clk_io_pct 0.2

create_clock -name clk0 -period $clk_period [get_ports {sample_clk}]
create_clock -name clk1 -period $clk_period [get_ports {sys_clk}]

set non_clock_inputs [all_inputs -no_clocks]
set_input_delay [expr $clk_period * $clk_io_pct] -clock clk0 $non_clock_inputs
set_output_delay [expr $clk_period * $clk_io_pct] -clock clk0 [all_outputs]
==> summary.txt <==
run metrics: status=finished clean, Rel. slew slack=around 37%, drt initial violations=4662, main flop type=dfxtp_1, die width=~580 um, Routed Antenna Nets=0, Distinct cells, synth=approximately 120, CP endpoint kind=flip-flop, Post-synth seq share=between 2 and 3%, Post-synth EDFFs=38, Reg2Reg Depth=around 730, mapped cell area=101000 um2, Finished Core Util=~44%, Hold EP=accumulator[8], ys flops=roughly 120, worst min-delay path startpoint=accumulator[8], fill cell count=between 30000 and 40000, Final Hold Vio Count=0, post-placement cell area=139000 um2, # port buffers=roughly 110, yosys cell count=13361, Worst setup SP type=input port, fp util=between 30% and 40%, most used cell, CP=o21a_1, asr flop ratio synth=0%, post-detail-place hpwl=around 280000 um, Layout area overhead=46.8%, top cells, area=fa_1 20%, ha_1 17%, inv_1 5.6%, nand2_1 5.4%, and2_1 5.0%, Tightest Hold Check Type=reg -> reg, vias in the first global route=roughly 100k, syn avg cell area=~7.6 um2, Ys Warns=1, most frequent cells after synthesis=1505 x inv_1, 1444 x nand2_1, 1388 x ha_1, 1027 x fa_1, 958 x nor2_1, number of max-cap violations=0, Final Skew=between 0.04 and 0.05 ns, TritonRoute pass-1 iters=6, crit path DRT=173.37 ns, tool warnings=35, hold buffer count at cts=0, Tot GR Track Use=between 20% and 30%, Vias=106557, die footprint=around 340000 um2, Critical Path Fanout Max=13, Crit path largest cell delay=0.60 ns, leading area contributor after synthesis=fa_1, CTS tree=built, core area=between 300000 and 400000 um2, Top-area cell share=20.4%, share of layout cells above drive strength 1=a little under a third, final non-filler cell area=148000 um2, data arrival time at the worst-slack endpoint=170.41 ns, synthesis area per yosys=~100000 um2, Sink Count=approximately 120, count leader, synth=inv_1, RSZ-0062 raised after global routing=yes, Reg2Reg Launch Point=accumulator[1], # rows=between 200 and 250, Final Max Slew Viols=0, vias per cell=between 4 and 5, Gate Count Post-Synth=13361, gpl congestion=between 0.9 and 1, GRT Residual Overflow=0, WL final=about 340000 um, antenna violations before repair=9, critical path's slowest cell=o41a_4, reg2reg setup slack=approximately 36 ns, die height=around 580 um, worst hold path depth=2, wire length per cell=approximately 15 um, Final setup viols=0, Worst-Margin Slew=between 0.9 and 1 ns, Worst R2R End=sum[29], first-pass GRT wire length=~530000 um, largest net degree at the start of global routing=roughly 50, DRC=0, worst setup path category=in -> reg, clk slew on worst S/H paths=~0.090 ns, IO Pins=roughly 110
[kinds of logic after synthesis]
family                     synth area share, %
muxes                                     1.92
buffers and inverters                     7.47
AOI/OAI and AO/OA                         21.0
other                                  0.00372
xor gates and xnor gates                  6.85
adders and majority gates                 37.6
DFF                                       2.66
and+or+nand+nor                           22.5
[final cells by class]
| cell class | count | area [um2] | share of cell area [%] |
|---|---|---|---|
| antenna | 11 | 27.5 | 0.0186 |
| timing repair buffer | 4329 | 34200 | 23.0 |
| inverter | 1510 | 5680 | 3.83 |
| clock inverter | 8 | 113 | 0.0760 |
| clock buffer | 16 | 378 | 0.255 |
| multi-input combinational | 12028 | 99700 | 67.3 |
| tap | 4387 | 5490 | 3.70 |
| sequential | 115 | 2680 | 1.81 |
[repair_timing]
item / in CTS / in global routing
endpoints found under the setup margin: 38 / 38
resized: 303 / 916
gates cloned: 7 / 18
pin swaps: 206 / 815
setup buffers: 110 / 208
[sequential cells by signal (all words and copies together) (netlist names)]
signal,count
accumulator,38
num_enabled,7
out,32
sum,38
[critical path, delay by kind of cell]
family | cells | cell delay (ns)
xor+xnor | 4 | 0.78
fa+ha+maj | 60 | 18.62
buf+inv | 68 | 9.14
mux | 7 | 1.88
simple gates | 107 | 18.59
compound gates | 484 | 86.40
[how the worst max path moves through the flow]
| stage | start | endpoint | slack [ns] | cells past startpoint |
|---|---|---|---|---|
| CTS | master_volume[4] | sum[34] | 0.002 | 758 |
| global route | master_volume[4] | sum[34] | -3.95 | 755 |
| finish | master_volume[3] | sum[29] | 2.96 | 730 |
[cells in the final DEF (no fill, tap or decap), types with 147 or more instances in the layout]
master / instances
nand2_1: 1409
conb_1: 780
o21ai_0: 472
or3_1: 147
ha_1: 1275
o21a_1: 425
nor3_1: 401
nand3_1: 155
and2_1: 765
fa_1: 1002
nor2_1: 913
a21oi_1: 622
a21o_1: 360
buf_4: 4060
nor2b_1: 160
xnor2_1: 468
inv_1: 1445
xor2_1: 288
[routing by layer]
metal | vias to the layer above | GRT usage, % | share of wire [%]
li1 | 54383 | - | -
met1 | 49708 | 28.4 | 46
met2 | 2095 | 32.1 | 45
met5 | - | 0.0567 | 0.018
met4 | 4 | 4.38 | 2.8
met3 | 367 | 4.35 | 6.5
[per-stage QoR]
stage                     std cells  hold WS (ns)  setup slack (ns)  setup TNS [ns]
after floorplan               14140         0.419            0.0212               0
after global placement        22029         0.424             -8.19         -287.98
after detailed placement      22029         0.425             -8.12         -284.98
after CTS                     22170         0.494           0.00227               0
after global routing          22397         0.533             -3.95         -130.08
final                         22404         0.493              2.96               0
