`flow/config.mk`:
```
export PLATFORM = sky130hd
export DESIGN_NAME = dac_transmitter
export DESIGN_NICKNAME = dac_transmitter
export VERILOG_FILES = /design/flow/design.v
export SDC_FILE = /design/flow/constraint.sdc
export NUM_CORES = 4
export LEC_CHECK = 1
export CORE_UTILIZATION = 40
```
`flow/constraint.sdc`:
```
current_design dac_transmitter

set clk_period 4.5
set clk_io_pct 0.2

create_clock -name clk0 -period $clk_period [get_ports {clk}]

set non_clock_inputs [all_inputs -no_clocks]
set_input_delay [expr $clk_period * $clk_io_pct] -clock clk0 $non_clock_inputs
set_output_delay [expr $clk_period * $clk_io_pct] -clock clk0 [all_outputs]
```
`flow/design.v`:
```
`timescale 1ns / 1ps
module dac_transmitter
#(
    parameter WIDTH = 24
)
(
    input clk,                       
    input enable,
    input [WIDTH-1:0] left_data,     
    input [WIDTH-1:0] right_data,    
    output lrclk,    
    output sd        
);
    reg [$clog2(WIDTH) + 1:0] bit_counter;
    reg [2:0] state;
    reg [WIDTH-1:0] left_shift_reg;
    reg [WIDTH-1:0] right_shift_reg;
    reg lrclk_reg; 
    initial bit_counter = 2 * WIDTH - 1;
    initial lrclk_reg = 1;
    assign lrclk = lrclk_reg;
    assign sd = (lrclk_reg ? left_shift_reg[WIDTH-1] : right_shift_reg[WIDTH-1]);
    always @(negedge(clk)) begin
        if(enable) begin
            bit_counter <= bit_counter + 1;
            if(bit_counter < WIDTH) begin
                left_shift_reg <= left_shift_reg << 1;
            end else begin
                right_shift_reg <= right_shift_reg << 1;
            end
            if(bit_counter == WIDTH - 1)begin
                lrclk_reg <= 0;
            end
            if(bit_counter == (2 * WIDTH) - 1) begin
                lrclk_reg <= 1;
                left_shift_reg <= left_data;
                right_shift_reg <= right_data;
                bit_counter <= 0;
            end
        end else begin
            bit_counter <= 0;
            lrclk_reg <= 1;
            left_shift_reg <= left_data;
            right_shift_reg <= right_data;
        end
    end
endmodule
```
`flow/run.sh`:
```
#!/bin/bash
# OpenROAD 26Q1-2900-gdf79404cd8, Yosys 0.63+post, stock flow scripts
make -C /OpenROAD-flow-scripts/flow DESIGN_CONFIG=/design/flow/config.mk WORK_HOME=/design/flow/orfs finish
```
==> reports/qor.csv <==
metric,value,unit
yosysChipArea,2520,µm²
warnings,81,
fin_cells,335,
synth.top_cell.area_share,57.1,%
total_negative_slack,0,ns
setup.worst_path.end,sd,
hold_class,flip-flop to flip-flop,
detail_route.wirelength,4.35,mm
postSynth.topFlopCell,sky130_fd_sc_hd__edfxtp_1,
ys_seq_share,63.5,%
path_clk_slew,0.03,ns
die_area,6630,µm²
cts_root_buf,sky130_fd_sc_hd__clkbuf_8,
maxSlewViolCount,0,
hold_buffers,0,
worstPathRequired,3.60,ns
post-synth-top-area-cell,sky130_fd_sc_hd__edfxtp_1,
worst_slew_margin_rel,67.9,%
yosys-stat-cells,141,
clock-sinks,56,
post_synth_most_frequent_cells,"sky130_fd_sc_hd__edfxtp_1 (48), sky130_fd_sc_hd__mux2_4 (30), sky130_fd_sc_hd__mux2_2 (14)",
timing.reg2reg.setup_slack,2.41,ns
run_status,"complete, no violations",
transition_time_at_the_pin_with_the_least_slew_margin,0.481,ns
cts-buffers-inserted,5,
grt_antenna_before_repair,0,
total_power_per_unit_cell_area,348,nW/µm²
core.rowCount,28,
finalSetupViolCount,0,
start_point_of_the_critical_path,lrclk_reg$_SDFFE_NP1N_,
grt_max_degree,25,
regToRegEndpoint,left_shift_reg[16]$_DFFE_NP_,
critical_path.reg2reg.startpoint,bit_counter[0]$_SDFF_NP0_,
clock_insertion_delay_at_the_later_pin_of_the_skew_report,0.39,ns
avgViaCountPerCell,4.53,
hpwlAfterDp,2.81,mm
drt_iter0_markers,92,
synth.lib_cells_used.distinct,27,
worstSetupPathType,flip-flop to primary output,
placedCellCount,271,
grtUsageTotal,14.9,%
worst_clock_skew,0.0232,ns
peakVddDrop,0.185,mV
vias,1516,
critical_path_peak_fanout,2,
wl_per_cell,13.0,µm
enable_flop_cells,48,
cap_viol_max_count,0,
remaining_drc_errors,0,
hold_viol_final,0,
syn_to_final_growth,39.7,%
floorplan.io_pins,52,
detail_route.first_pass.iterations,4,
yosys.cell_count.top_type,sky130_fd_sc_hd__edfxtp_1,
die_w,81.4,µm
antenna_cells,0,
synth.top_cells.by_area,"sky130_fd_sc_hd__edfxtp_1 (57%), sky130_fd_sc_hd__mux2_4 (18%), sky130_fd_sc_hd__dfxtp_1 (6.3%)",
syn-mean-instance-area,17.9,µm²
cts-htree-levels,2,
clock_tree.buffer_depth,2,
synth-warning-count,1,
setup_repair_after_global_routing_missed_its_margin,false,
report.power.total,1.23,mW
port-buffer-count,51,
route.antenna.remaining_nets,0,
cts_tree,built,
grt_pass1_vias,1644,
grt_pass1_wl,7.02,mm
synthesis.area,2520,µm²
timing.hold.ws,0.443,ns
end_kind,primary output,
r2r.worst_path.cells,5,
grt_overflow,0,
worstPathArrival,3.51,ns
yosys_register_bits,56,
cp-start-kind,flip-flop,
die-height,81.4,µm
routability_congestion_estimate,0.807,
static_power_due_to_leakage,1.56,nW
drive_above_1_share,26.9,%
coreArea,5990,µm²
synth_async_sr_flop_share,0,%
fp_util,42.1,%
syn-instance-count,141,
==> worst min-delay path by stage <==
stage	startpoint	end	cells after the start
4_1_cts	bit_counter[0]$_SDFF_NP0_	bit_counter[0]$_SDFF_NP0_	1
5_1_grt	bit_counter[0]$_SDFF_NP0_	bit_counter[0]$_SDFF_NP0_	1
6_report	bit_counter[0]$_SDFF_NP0_	bit_counter[0]$_SDFF_NP0_	1
==> where the power goes <==
part           internal [mW]  switching, mW
Sequential             0.614         0.0121
Clock                  0.175          0.293
Combinational         0.0981         0.0363
Total                  0.887          0.341
==> per-stage QoR <==
stage	setup WS [ns]	util (%)	cell area [µm²]
4_1_cts	0.0700	58.8	3520
6_report	0.0936	58.8	3520
3_5_place_dp	-0.133	53.7	3220
5_1_grt	0.0152	58.8	3520
3_3_place_gp	-0.0989	53.7	3220
2_1_floorplan	0.239	-	2520
==> what timing repair did <==
action / 4_1_cts / 5_1_grt
buffers inserted: 1 / 0
endpoints found under the setup margin: 1 / 0
resized: 2 / 0
==> placed cells by master (no fill, tap or decap), types with 2 or more instances in the layout <==
cell type and instances:
sky130_fd_sc_hd__nand3_1 2, sky130_fd_sc_hd__edfxtp_1 48, sky130_fd_sc_hd__clkbuf_8 5, sky130_fd_sc_hd__mux2_4 30
sky130_fd_sc_hd__buf_12 5, sky130_fd_sc_hd__clkinv_4 2, sky130_fd_sc_hd__and2_1 3, sky130_fd_sc_hd__xor2_1 2
sky130_fd_sc_hd__o21ai_0 2, sky130_fd_sc_hd__a21boi_0 2, sky130_fd_sc_hd__dfxtp_1 7, sky130_fd_sc_hd__mux2_2 14
sky130_fd_sc_hd__nor2_1 4, sky130_fd_sc_hd__clkdlybuf4s50_1 50, sky130_fd_sc_hd__mux2_1 3, sky130_fd_sc_hd__inv_1 57
sky130_fd_sc_hd__nand2_1 3, sky130_fd_sc_hd__buf_4 5
==> layout make-up <==
cell class | instances | area [µm²]
Inverter | 1 | 3.75
Clock buffer | 5 | 68.8
Timing Repair Buffer | 61 | 647
Clock inverter | 59 | 233
Multi-Input combinational cell | 78 | 876
Sequential cell | 56 | 1600
Tap cell | 75 | 93.8
Fill cell | 444 | 2470
==> kinds of logic (layout without fill, tap and decap cells) <==
logic type	Yosys count	after routing	share of synthesized area [%]
simple gates	19	19	4.31
fa+ha+maj	1	1	0.496
compound gates	9	9	3.07
mux	47	47	25.4
buf+inv	7	126	2.53
flops	56	56	63.5
xor+xnor	2	2	0.694
==> critical path, cell delays in order (launching register included) <==
cell                            delay [ns]
sky130_fd_sc_hd__dfxtp_2              0.32
sky130_fd_sc_hd__mux2_2               0.32
sky130_fd_sc_hd__dlygate4sd2_1        0.25
==> routing by layer <==
metal / track usage, % / vias to the layer above / part of all wire [%] / wire, µm
li1: - / 771 / - / -
met1: 21.7 / 708 / 48 / 2080
met2: 18.8 / 32 / 45 / 1960
met3: 9.47 / 5 / 6.1 / 267
met4: 5.18 / 0 / 0.81 / 35
met5: 0 / - / 0 / 0
Power figures rest on the tool's default switching activity, not on a simulated workload.
