**flow/run.sh**
```bash
#!/bin/bash
# OpenROAD 26Q1-2900-gdf79404cd8, Yosys 0.63+post, stock flow scripts
make -C /OpenROAD-flow-scripts/flow DESIGN_CONFIG=/design/flow/config.mk WORK_HOME=/design/flow/orfs finish
```
**flow/config.mk**
```make
export PLATFORM = sky130hd
export DESIGN_NAME = spi_slave
export DESIGN_NICKNAME = spi_slave
export VERILOG_FILES = /design/flow/design.v
export SDC_FILE = /design/flow/constraint.sdc
export NUM_CORES = 4
export LEC_CHECK = 1
export CORE_AREA = 10 10 112 112
export DIE_AREA = 0 0 122 122
```
**flow/constraint.sdc**
```tcl
current_design spi_slave

set clk_period 1.2
set clk_io_pct 0.2

create_clock -name clk0 -period $clk_period [get_ports {clk}]
create_clock -name clk1 -period $clk_period [get_ports {sclk}]

set non_clock_inputs [all_inputs -no_clocks]
set_input_delay [expr $clk_period * $clk_io_pct] -clock clk0 $non_clock_inputs
set_output_delay [expr $clk_period * $clk_io_pct] -clock clk0 [all_outputs]
```
**flow/design.v**
```verilog
`timescale 1ns/1ps
module sipo_shift_register #(parameter WIDTH = 32) (
    input logic in,
    output logic [WIDTH-1:0] out,
    output logic output_valid,
    input clk, rstn, enable
);
    logic [7:0] counter = 0;
    always_ff @(posedge clk) begin
        if (!rstn) begin
            out <= 0;
            counter <= 0;
            output_valid <= 0;
        end
        else begin
            if (enable) begin
                out[WIDTH-1] <= in;
                for (int i = WIDTH - 1; i > 0; i = i - 1) begin
                    out[i-1] <= out[i];
                end
                if (counter + 1 == WIDTH) begin
                    output_valid <= 1;
                end else begin
                    output_valid <= 0;
                end
                counter <= (counter + 1) % WIDTH;
            end
        end
    end
endmodule
`timescale 1ns / 1ps
module spi_slave #(parameter WIDTH = 32) (
    input logic mosi,
    output logic miso,
    input sclk, clk, csn,
    output logic [WIDTH-1:0] recv,
    input logic [WIDTH-1:0] send,
    output logic output_valid
);
    assign miso = 1;
    logic rstn = 1;
    logic read = 0;
    logic reg_output_valid;
    assign output_valid = reg_output_valid && !read;
    logic enable;
    assign enable = ~csn;
    sipo_shift_register #(.WIDTH(WIDTH)) sipo0 (
        .in(mosi),
        .clk(sclk),
        .rstn(rstn),  
        .out(recv),
        .enable(enable),
        .output_valid(reg_output_valid)
    );
    always_ff @(posedge clk) begin
        if (reg_output_valid && !read) begin
            read <= 1;
        end
        else if (!reg_output_valid) begin
            read <= 0;
        end
    end
endmodule
```
==> impl_metrics.ini <==
; generated from flow reports
[status]
outcome = finished clean

[cells_and_area]
design_area_um2 = 2000
post_route_cells_drive_above_1_share_pct = 26.1
area_growth_pct = 60.5
stdcell_count = 251

[setup_path]
crit_end = recv[7]
critPathLaunch = sipo0.out[7]
cp-end-kind = output pin
rrSetupSlack_ps = 90
cp_data_arrival_time_ps = 920
crit_required_ps = 960
crit_chain = dlygate4sd2_1
r2r_cells = 2
cp.buffers_inverters = 1
cpPeakStageDelay_ps = 380
cp_top_family = flip-flops
critical_path_class = flop to output pin
r2r-end = sipo0.counter[2]
r2r-start = sipo0.counter[0]
critPathLaunchType = flop
cp.depth = 1
crit_fanout = 2
cp_slowest_cell = edfxtp_1

[worst_hold_path]
min_path_cells = 0
hp-class = flop to flop

[synth]
ys_cells = 53
synth.avg_cell_area_um2 = 23.5
topCellsByArea = edfxtp_1 (91%), dfxtp_1 (1.6%), xnor2_1 (1.4%)
yosys.stat.seqShare_pct = 93.1
yosys_warnings = 2
top_cell_area_share_pct = 91.5
largest_area_cell = edfxtp_1
synth_area_um2 = 1250
common_cells = edfxtp_1 (38), nand3_1 (3), inv_1 (2), xnor2_1 (2)
yosysUniqueCellTypes = 12
synth_top_flop_cell = edfxtp_1
ys_seq_elements = 39
most_common_cell = edfxtp_1
async_flop_share_pct = 0
synth-edff-count = 38
synthCells = 53
ys_area_um2 = 1250

[drt]
wire_per_inst_um = 9.37
ant_nets = 0
first_iter_violations = 25
route.detailed.drc = 0
vias_per_cell = 2.65
wl_mm = 2.35
first_pass_iters = 2
vias = 666
n_antenna_cell = 0

[global_routing]
grt-ovfl-total = 0
grt_pass1_vias = 645
grt_usage_pct = 3.00
grt_first_pass_wirelength_mm = 3.44
grt_max_degree = 27
antenna_found_initial = 0

[timing]
drv_slew = 0
setup_tns_ps = 0
hold_viol = 0
fin_skew_ps = 3.88
rsz0062_at_grt = true
final-setup-viol-count = 0

[die]
die_h_um = 122
fp_util_pct = 12.2
dieWidth_um = 122
core_area_um2 = 10200
io_pins = 70
placementRows = 37
dieArea_um2 = 14900

[clocking]
cts_htree_levels = 2
clk_pin_slew_ps = 70
clk_path_buf_depth = 2
clockRootBuffer = clkbuf_8
cts_tree = done
cts_inserted_buffers = 5

[placed_design]
place_congestion = 0.705
dpl.cell_count = 225
placed_area_um2 = 1800
hpwl_mm = 1.67
portBuffers = 35

[power]
leakagePower_nw = 0.724
totalPowerFinal_w = 0.00264
powerDensity_nw_per_um2 = 1320
ir_worst_vdd_uv = 493

[job]
drv_cap = 0
warnings = 60
stage by stage:
stage          setup slack, ps  hold slack (ps)  util, %
6_report                  37.4              450     19.6
5_1_grt                  -7.91              468     19.6
4_1_cts                   5.98              445     18.7
3_5_place_dp              -110              369     17.5
3_3_place_gp              -122              359     17.5
2_1_floorplan             75.6              339        -
worst min-delay path by stage:
| stage | start | endpoint | slack [ps] |
|---|---|---|---|
| CTS | sipo0.out[27] | sipo0.out[26] | 450 |
| global route | sipo0.out[17] | sipo0.out[16] | 470 |
| finish | sipo0.out[17] | sipo0.out[16] | 450 |
cell usage in the layout (no fill, tap or decap), types with 2 or more instances in the layout:
cell type        instances
clkbuf_8                 5
clkdlybuf4s50_1          2
buf_4                   20
nand3_1                  3
dlygate4sd2_1            7
clkinvlp_4               2
edfxtp_1                38
clkdlybuf4s15_1         25
xnor2_1                  2
repair_timing:
action	4_1_cts	5_1_grt
gates resized	37	23
gates cloned	0	0
hold endpoints to repair	0	0
buffers inserted	10	8
hold buffers	0	0
endpoints found under the setup margin	33	29
cell families (layout without fill, tap and decap cells):
kind of cell / Yosys count / count (layout) / share of synthesized area, %
flip-flops: 39 / 39 / 93.1
AND/OR/NAND/NOR: 5 / 5 / 2.01
other: 1 / 1 / 0.301
adder cells (fa/ha/maj): 1 / 1 / 1.00
XOR/XNOR: 3 / 3 / 2.11
buffers and inverters: 4 / 66 / 1.50
area by class of cell:
cell class,instances,area (um2)
clock buffers,5,68.8
clock inverters,3,16.3
fillers,1075,8230
inverters,2,11.3
multi-input cells,10,67.6
flip-flops and latches,39,1160
well taps,136,170
repair buffers,56,507
state kept, by name, indices dropped and copies added (netlist names):
name and cells:
read 1, sipo0.output_valid 1, sipo0.out 32, sipo0.counter 5
routing by layer:
metal | track usage, % | up-vias | part of all wire [%] | wire length, um
met5 | 0 | - | 0 | 0
met4 | 0.224 | 0 | 0 | 0
met3 | 3.38 | 0 | 22 | 508
met2 | 3.13 | 41 | 32 | 758
met1 | 4.05 | 308 | 46 | 1080
li1 | - | 317 | - | -
where the power goes:
group	switching (W)	internal (W)
registers	0.0000427	0.00160
clock network	0.000410	0.000397
logic	0.0000609	0.000130
No activity file was given, so power comes from the tool's default toggle rates.
