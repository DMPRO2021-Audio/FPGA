**flow/run.sh**
```bash
#!/bin/bash
# OpenROAD 26Q1-2900-gdf79404cd8, Yosys 0.63+post, stock flow scripts
make -C /OpenROAD-flow-scripts/flow DESIGN_CONFIG=/design/flow/config.mk WORK_HOME=/design/flow/orfs finish
```
**flow/config.mk**
```make
export PLATFORM = sky130hd
export DESIGN_NAME = piso_shift_register
export DESIGN_NICKNAME = piso_shift_register
export VERILOG_FILES = /design/flow/design.v
export SDC_FILE = /design/flow/constraint.sdc
export NUM_CORES = 4
export LEC_CHECK = 1
export CORE_AREA = 10 10 108 108
export DIE_AREA = 0 0 118 118
```
**flow/constraint.sdc**
```tcl
current_design piso_shift_register

set clk_period 3.8
set clk_io_pct 0.2

create_clock -name clk0 -period $clk_period [get_ports {clk}]

set non_clock_inputs [all_inputs -no_clocks]
set_input_delay [expr $clk_period * $clk_io_pct] -clock clk0 $non_clock_inputs
set_output_delay [expr $clk_period * $clk_io_pct] -clock clk0 [all_outputs]
```
**flow/design.v**
```verilog
`timescale 1ns / 1ps
module piso_shift_register #(
    parameter WIDTH = 32
)(
    input [WIDTH - 1:0] in,
    output out,
    input clk,
    input rstn,
    input enable
);
    reg [WIDTH - 1:0] register;
    reg [$clog2(WIDTH):0] counter;
    initial register = 0;
    initial counter = 0;
    assign out = register[0];
    always @ (posedge(clk)) begin
        if(!rstn) begin
            register <= in;
            counter <= 0;
        end
        if(enable && rstn) begin
            if(counter == WIDTH - 1) begin
                register <= in;
                counter <= 0;
            end else begin
                register <= register >> 1;
                counter <= counter + 1;
            end
        end
    end
endmodule
```
==> metrics.csv <==
metric;value;unit
hold-worst-slack;0.523;ns
place.gp.congestion;0.729;
drv_slew;0;
grt_pass1_wl;4930;um
htree_levels;2;
route.detailed.drc;0;
drive_gt1_share;29.3;%
synthTopLogicFamily;multiplexers;
path_class;in -> reg;
wl_per_cell;11.1;um
numPortBuffers;35;
cp.arrival;2.19;ns
status;completed;
grt_pass1_vias;940;
crit_required;3.83;ns
overflow;0;
totalPowerFinal;0.000855;W
hold_viol;0;
cts_tree;yes;
cts_resized;0;
final-setup-viol-count;0;
ys.flops;38;
finClkSkew;0.00739;ns
finalCriticalPeriod;2.17;ns
synth.avg_cell_area;17.9;um2
grt.total_usage;4.42;%
critPathMaxStageDelay;0.49;ns
cap_violations;0;
xor_share;1.58;%
seq_area_frac_synth;68.5;%
rows;35;
final_util;24.1;%
worst_slew_pin_slew;0.486;ns
setup_tns;0;ns
first_pass_iters;3;
post_synth_inst_count;93;
cts_root_buffer;clkbuf_8;
maxSlewHeadroom;67.6;%
area_growth;34.1;%
die-area;0.0139;mm2
chipWidth;118;um
hold_buffers;0;
setup_ws;1.63;ns
diodes;0;
ys_sh_mux;20.9;%
ir_worst_vdd;158;uV
via_count;870;
antenna_found_initial;0;
cts_buffers;5;
clock_sinks;38;
crit_slowest_cell;clkdlybuf4s50_1;
layout_top_cell;edfxtp_1;
warning_count;25;
post-place-ws;1.30;ns
crit_buf_inv;2;
worstPathMaxFanout;36;
wirelength;2900;um
antenna_left;0;
fp_util;18.0;%
power.density;383;mW/mm2
max_freq;462;MHz
fin_crit_sh;57.0;%
core;0.00928;mm2
cts_setup_buffers;0;
mostFrequentLayoutCells;38 x edfxtp_1, 35 x clkdlybuf4s50_1, 29 x mux2_2;
simple_gate_area_share;3.60;%
cts.clk_slew.worst_paths;0.07;ns
cp-start-kind;primary input;
ios;36;
fa_ha_area_share;0.751;%
yosysCellCount;93;
insertion_delay;0.28;ns
hold_class;reg -> reg;
cp_cell_sequence;clkdlybuf4s50_1, o311ai_4, buf_4, mux2_2;
rsz0062_at_grt;false;
die_height;118;um
avgViaCountPerCell;3.32;
drtIter0Drc;15;
grt_max_degree;39;
clock_path_buffers;2;
ys_chip_area;0.00167;mm2
synthesis.area;0.00167;mm2
critical_path.top_delay_family;buffers and inverters;
p_leak;0.751;nW
aoi_share;2.18;%
yosysWarningCount;1;
end_kind;flop;
hpwl;2010;um
r2r_setup_slack;1.80;ns
synth_cell_types;18;
-- worst paths after layout --
check                           startpoint                     end  depth (start not counted)
setup / recovery                      rstn   register[5]$_DFFE_PP_                          4
setup reg to reg  counter[0]$_SDFFCE_PP0P_   register[5]$_DFFE_PP_                          5
hold reg to reg     register[27]$_DFFE_PP_  register[26]$_DFFE_PP_                          1
hold / removal      register[27]$_DFFE_PP_  register[26]$_DFFE_PP_                          1
-- metal layers --
| layer | routed length (um) | GRT usage, % | up-vias | part of all wire (%) |
|---|---|---|---|---|
| met5 | 0 | 0 | - | 0 |
| met4 | 0 | 0.618 | 0 | 0 |
| met3 | 172 | 1.80 | 0 | 5.9 |
| met2 | 1170 | 5.63 | 35 | 40 |
| met1 | 1560 | 6.94 | 402 | 54 |
| li1 | - | - | 433 | - |
-- area by class of cell --
type                       count  area, um2
fill                         999       7050
sequential                    38       1140
multi-input combinational     50        487
timing repair buffer          37        365
tap                          129        161
clock buffer                   5       68.8
inverter                       2       7.51
clock inverter                 1       3.75
-- flip-flops by register name (all words and copies together) (netlist names) --
name,flops
register,32
counter,6
-- report_power, final --
part / internal (W) / total [W] / switching, W
combinational: 0.0000632 / 0.0000944 / 0.0000313
clock: 0.000120 / 0.000244 / 0.000124
sequential: 0.000506 / 0.000517 / 0.0000109
total: 0.000689 / 0.000855 / 0.000167
-- stage by stage --
stage	cell area, um2	instances
6_report	2230	262
5_1_grt	2230	262
3_3_place_gp	2160	256
3_5_place_dp	2160	256
2_1_floorplan	1670	93
4_1_cts	2230	262
-- cells by family after synthesis --
kind of cell               after synthesis
AOI/OAI and AO/OA                        3
adders and majority gates                1
xor gates and xnor gates                 3
and+or+nand+nor                         12
buffers and inverters                    5
muxes                                   31
DFF                                     38
-- worst register-to-register path, cell delays in order, from the launching register on --
cell,delay [ns]
edfxtp_1,0.37
ha_1,0.21
nand3_2,0.12
o311ai_4,0.22
buf_4,0.43
mux2_2,0.41
-- cell usage after synthesis, drive strengths merged --
library cell | number | area [um2]
edfxtp | 38 | 1140
o21ai | 1 | 5.00
o311ai | 1 | 26.3
xor2 | 1 | 8.76
nand2 | 2 | 7.51
or3 | 1 | 6.26
a21oi | 1 | 5.00
mux2 | 31 | 349
and2 | 1 | 6.26
inv | 2 | 7.51
ha | 1 | 12.5
nand2b | 1 | 6.26
buf | 3 | 33.8
nand3 | 2 | 15.0
xnor2 | 2 | 17.5
nor2 | 5 | 18.8
